==> design/flow/design.v <==
`timescale 1ns / 1ps
`default_nettype none
module noDebounce(LEDs, BTN, Clk);
    output reg [3:0] LEDs;
    input wire BTN, Clk;
    reg edge_detect0, edge_detect1;
    wire rising_edge; 
    initial
       LEDs=0;    
    always@(posedge Clk)
      begin
        edge_detect0 <= BTN; 
        edge_detect1 <= edge_detect0;
      end
    assign rising_edge = ~edge_detect1 & edge_detect0;
    always@(posedge Clk)
        if(rising_edge)
            LEDs <= LEDs + 1;
endmodule
==> design/flow/run.sh <==
#!/bin/bash
# OpenROAD 26Q1-2900-gdf79404cd8, Yosys 0.63+post, stock flow scripts
make -C /OpenROAD-flow-scripts/flow DESIGN_CONFIG=/design/flow/config.mk WORK_HOME=/design/flow/orfs finish
==> design/flow/config.mk <==
export PLATFORM = sky130hd
export DESIGN_NAME = noDebounce
export DESIGN_NICKNAME = noDebounce
export VERILOG_FILES = /design/flow/design.v
export SDC_FILE = /design/flow/constraint.sdc
export NUM_CORES = 4
export LEC_CHECK = 1
export CORE_AREA = 10 10 70 70
export DIE_AREA = 0 0 80 80
==> design/flow/constraint.sdc <==
current_design noDebounce

set clk_period 1.8
set clk_io_pct 0.2

create_clock -name clk0 -period $clk_period [get_ports {Clk}]

set non_clock_inputs [all_inputs -no_clocks]
set_input_delay [expr $clk_period * $clk_io_pct] -clock clk0 $non_clock_inputs
set_output_delay [expr $clk_period * $clk_io_pct] -clock clk0 [all_outputs]
==> impl_metrics.tcl <==
# place-and-route summary
set metrics [dict create \
    ys_seq_share_pct 78.0 \
    viasPerCell 1.84 \
    cp_cell_sequence "clkdlybuf4s50_1" \
    clock_path_buffers 2 \
    cts_sinks 6 \
    ys.warnings.count 1 \
    core-area_sq_um 3420 \
    finClkSkew_ns 0.0146 \
    rsz0062_at_grt "no" \
    chipArea_sq_um 6400 \
    cts_max_level 1 \
    postRouteAntennaNets 0 \
    slowest_stage "clkdlybuf4s50_1" \
    arrival_ns 1.15 \
    grt_use_total_pct 1.40 \
    critPathTopFamily "buffers and inverters" \
    fp.dieW_um 80 \
    fmaxAchievable_ghz 0.661 \
    cpPeakStageDelay_ns 0.52 \
    path_clk_slew_ns 0.05 \
    worst-path-max-fanout 3 \
    yosys-stat-area_sq_um 205 \
    io_pins 6 \
    p_clk_share_pct 42.9 \
    fin_crit_ns 1.51 \
    wire_per_inst_um 5.67 \
    power.density_nw_per_um2 910 \
    hold_depth 0 \
    drc 0 \
    min_period_over_period_pct 84.0 \
    setup_viol_count_final 0 \
    worst_pin_slew_ns 0.319 \
    fin_ws_ns 0.287 \
    power.net_switching_w 0.0000576 \
    p_sw_share_pct 18.7 \
    cts_root_buf "clkbuf_4" \
    port-buffer-count 5 \
    numSynthFlops 6 \
    finalPower_w 0.000309 \
    cts.repair.resized 0 \
    r2r.worst_path.cells 2 \
    syn2layout_area_growth_pct 65.2 \
    holdCritPathClass "register to register" \
    crit_path_end_kind "output pin" \
    synthDistinctLibCells 8 \
    vias 123 \
    first_iter_violations 5 \
    yosysTopAreaCell "edfxtp_1" \
    cts_buffers 3 \
    post-cts-setup-buffers 0 \
    n_antenna_cell 0 \
    yosys.area.top_type_share_pct 58.5 \
    p_int_w 0.000251 \
    netlist_instances 12 \
    drive_above_1_share_pct 14.3 \
    slew_headroom_pct 78.7 \
    ir_drop_uv 553 \
    crit_cells 1 \
    fin_setup_tns_ns 0 \
    die_h_um 80 \
    routed_wl_um 380 \
    grt_max_degree 5 \
    tool_warnings 25 \
    comb_power_share_pct 5.3 \
    routabilityCongestion 0.636 \
    cts_tree "done" \
    antenna_found_initial 0 \
    row_count 21 \
    pre_cts_ws_ns 0.547 \
    maxCapViolCount 0 \
    fp_util_pct 6.01 \
    synthTopCellsByArea "edfxtp_1, dfxtp_1, ha_1" \
    hpwl_um 307 \
    maxSlewViolCount 0 \
    critPathBufInv 1 \
    status "completed" \
    clock_latency_ns 0.25 \
    grt_overflow_total 0 \
    start_kind "register" \
    syn_avg_cell_area_sq_um 17.1 \
    seqPwrFrac_pct 51.8 \
    cellLeakagePower_nw 0.113 \
    cp_data_required_time_ns 1.44 \
    syn_area_sq_um 205 \
    ctsHoldBuffers 0 \
    grt_pass1_wl_um 662 \
    drt_pass1_iterations 2 \
    path_class "register to output pin" \
    grt_pass1_vias 139 \
    yosysCellCount 12 \
    reg2reg_slack_ns 0.77 \
    finalHoldViolCount 0 \
]
final cells by class:
cell class	instances	area [sq um]
sequential	6	160
fill	407	3080
timing repair buffer	5	50.0
clock buffer	4	26.3
multi-input combinational	5	41.3
tap	46	57.6
inverter	1	3.75
stage by stage:
stage	instance area, sq um	std cells	hold slack, ns	util [%]
after floorplan	205	12	0.324	-
after global placement	313	63	0.331	9.16
after detailed placement	313	63	0.337	9.16
after CTS	339	67	0.346	9.93
after global routing	339	67	0.352	9.93
final	339	67	0.341	9.93
cell usage in the layout (no fill, tap or decap), drive strengths merged:
master / n
ha: 1
edfxtp: 4
dfxtp: 2
clkbuf: 4
inv: 1
nor2b: 1
nand3: 1
xnor2: 1
xor2: 1
clkdlybuf4s50: 5
per-layer routing:
layer / vias up / share of wire (%) / global-route usage [%] / wire [um]
met1: 57 / 64 / 2.02 / 242
li1: 60 / - / - / -
met2: 6 / 26 / 1.28 / 100
met5: - / 0 / 0 / 0
met4: 0 / 0 / 0.352 / 0
met3: 0 / 10 / 1.36 / 38
logic make-up (layout without fill, tap and decap cells):
| family | after synthesis | after routing | synth area share, % |
|---|---|---|---|
| flops | 6 | 6 | 78.1 |
| fa+ha+maj | 1 | 1 | 6.10 |
| xor+xnor | 2 | 2 | 8.54 |
| buf+inv | 1 | 10 | 1.83 |
| simple gates | 2 | 2 | 5.49 |
Yosys cell counts:
cell type,number
edfxtp_1,4
nand3_1,1
ha_1,1
xnor2_1,1
dfxtp_1,2
xor2_1,1
inv_1,1
nor2b_1,1
worst paths after layout:
kind / end / start
setup / recovery: LEDs[2] / LEDs[2]
hold / removal: edge_detect1 / edge_detect0
setup reg to reg: LEDs[2] / LEDs[0]
hold reg to reg: edge_detect1 / edge_detect0
power groups by stage:
stage	Clock [W]	Combinational (W)	Sequential, W
4_1_cts	0.000140	0.0000172	0.000160
5_1_grt	0.000156	0.0000193	0.000160
6_report	0.000132	0.0000165	0.000160
state kept, by name, indices dropped and copies added, names as in the netlist:
register,cells
edge_detect0,1
edge_detect1,1
LEDs,4
Power figures rest on the tool's default switching activity, not on a simulated workload.
